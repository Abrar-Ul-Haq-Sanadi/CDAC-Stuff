==> design/flow/design.v <==
`timescale 1ns / 1ps
module lab92_Bidir_Port_RAM_64x8bit #(parameter DEPTH = 64, DATA_SIZE = 8)(
                        input                       clk, 
                        input                       CS,
                        input                       wr_en,
                        input                       out_en,
                        input [$clog2(DEPTH)-1:0]   addr_in,
                        inout [DATA_SIZE-1:0]       data_in_out                  
    );
reg [DATA_SIZE-1 : 0 ] memory [ 0: DEPTH-1] ;
reg [DATA_SIZE-1 : 0 ]temp_data_out ;
always @(posedge clk)
begin
    if(CS && wr_en)
        memory[addr_in] <= data_in_out ;
end    
always @(posedge clk)
begin
    if(CS && !wr_en)
        temp_data_out <= memory[addr_in] ;               
end
assign data_in_out = (CS && !wr_en && out_en) ? temp_data_out : 8'hz ;
endmodule
==> design/flow/run.sh <==
#!/bin/bash
# OpenROAD 26Q1-2900-gdf79404cd8, Yosys 0.63+post, stock flow scripts
make -C /OpenROAD-flow-scripts/flow DESIGN_CONFIG=/design/flow/config.mk WORK_HOME=/design/flow/orfs finish
==> design/flow/config.mk <==
export PLATFORM = sky130hd
export DESIGN_NAME = lab92_Bidir_Port_RAM_64x8bit
export DESIGN_NICKNAME = lab92_Bidir_Port_RAM_64x8bit
export VERILOG_FILES = /design/flow/design.v
export SDC_FILE = /design/flow/constraint.sdc
export NUM_CORES = 4
export LEC_CHECK = 1
export CORE_UTILIZATION = 40
==> design/flow/constraint.sdc <==
current_design lab92_Bidir_Port_RAM_64x8bit

set clk_period 9.7
set clk_io_pct 0.2

create_clock -name clk0 -period $clk_period [get_ports {clk}]

set non_clock_inputs [all_inputs -no_clocks]
set_input_delay [expr $clk_period * $clk_io_pct] -clock clk0 $non_clock_inputs
set_output_delay [expr $clk_period * $clk_io_pct] -clock clk0 [all_outputs]
==> flow_summary_export.csv <==
group,metric,value,unit
status,status,"stopped before the end",
status,stop_stage,"4_1_cts",
status,tool.error,"[error] [KeplerFormal.cpp:679] Workflow failed: Iso has multiple drivers: .data_in_out4, data_in_out[4]$_DFFE_PP_.Q0",
logic_synthesis,ys.flops,520,
logic_synthesis,avgSynthCellArea,17.9,um^2
logic_synthesis,synthArstFlopShare,0,
die,die_w,228,um
logic_synthesis,ys_chip_area,20400,um^2
die,io_pins,18,
die,fp_util,0.406,
clocking,post_cts.repair.setup_buffers,0,
clocking,cts_buffers,52,
logic_synthesis,ys_types,53,
logic_synthesis,yosys_cells,1144,
place,port-buffer-count,8,
clocking,ctsResizeCount,0,
clocking,postCtsHoldBufs,0,
place,dp_hpwl,30.3,mm
die,rows,82,
clocking,ctsHtreeMaxLevel,2,
logic_synthesis,syn_inst,1144,
clocking,cts_buffer_depth,3,
logic_synthesis,flop_cell,"edfxtp_1",
logic_synthesis,edf_count,520,
place,pre_cts_slack,4340,ps
logic_synthesis,syn-cell-area,20400,um^2
clocking,cts_sinks,520,
logic_synthesis,yosysWarningCount,2,
die,die-height,228,um
logic_synthesis,seq_area_frac_synth,0.764,
clocking,root_buffer,"clkbuf_16",
place,globalplace.congestion,0.901,
[cells by family after synthesis]
family	count (synthesis)	share of synthesized area
DFF	520	0.764
AOI/OAI and AO/OA	252	0.0961
buffers and inverters	90	0.0232
and+or+nand+nor	179	0.0418
muxes	103	0.0745
[cells in the mapped netlist (2+ instances only)]
master	instances	share of area
buf_2	32	0.0078
a22o_1	9	0.0039
a2111oi_1	2	0.00098
buf_6	8	0.0044
buf_1	3	0.00055
inv_2	2	0.00037
a221oi_1	56	0.024
o22ai_1	16	0.0049
nand4_1	5	0.0015
clkbuf_1	33	0.0061
nor2b_1	7	0.0021
o211ai_1	4	0.0015
a22oi_1	67	0.025
o221ai_1	6	0.0026
o2bb2ai_1	8	0.0034
o21ai_0	16	0.0039
nand2b_1	7	0.0021
nor3_1	12	0.0029
mux2_2	43	0.024
a211oi_1	11	0.0040
nor2_1	78	0.014
a311oi_1	4	0.0017
and2_1	3	0.00092
nor3b_1	6	0.0022
mux2i_1	25	0.012
and3b_1	5	0.0021
a21oi_1	15	0.0037
a21boi_0	4	0.0015
a221o_1	19	0.0093
buf_4	9	0.0033
nand2_1	34	0.0062
edfxtp_1	520	0.76
or2_2	3	0.00092
clkinv_1	2	0.00037
o32ai_1	4	0.0017
a31oi_1	2	0.00061
nand3_1	2	0.00049
and3_1	8	0.0025
or3_1	2	0.00061
mux4_2	35	0.039
o22a_1	3	0.0013
nand4b_1	3	0.0013
[metrics by stage]
stage                     area [um^2]  hold slack (ps)  power, mW  cells
after detailed placement        21200              564       2.81   1784
after global placement          21200              575       2.79   1784
after floorplan                 20400              677       2.70   1144
Power figures rest on the tool's default switching activity, not on a simulated workload.
