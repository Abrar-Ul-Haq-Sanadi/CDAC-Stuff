`/design/flow/run.sh`:
```
#!/bin/bash
# OpenROAD 26Q1-2900-gdf79404cd8, Yosys 0.63+post, stock flow scripts
make -C /OpenROAD-flow-scripts/flow DESIGN_CONFIG=/design/flow/config.mk WORK_HOME=/design/flow/orfs finish
```
`/design/flow/config.mk`:
```
export PLATFORM = sky130hd
export DESIGN_NAME = wrap_shift_register
export DESIGN_NICKNAME = wrap_shift_register
export VERILOG_FILES = /design/flow/design.v
export SDC_FILE = /design/flow/constraint.sdc
export NUM_CORES = 4
export LEC_CHECK = 1
export CORE_UTILIZATION = 30
```
`/design/flow/constraint.sdc`:
```
current_design wrap_shift_register

set clk_period 5.8
set clk_io_pct 0.2

create_clock -name clk0 -period $clk_period [get_ports {clk}]

set non_clock_inputs [all_inputs -no_clocks]
set_input_delay [expr $clk_period * $clk_io_pct] -clock clk0 $non_clock_inputs
set_output_delay [expr $clk_period * $clk_io_pct] -clock clk0 [all_outputs]
```
`/design/flow/design.v`:
```
`timescale 1ns / 1ps
module Bin_Bcd(
                    input   wire    [3:0] bin,
                    output          [7:0] bcd_out
    );
    reg [11:0] shift_reg;                
    always @(*)
    begin
        shift_reg = {8'b0, bin };
        for(int i = 1; i <= 4; i=i+1)
        begin
            if(shift_reg[7:4] >= 5) begin
                shift_reg[7:4] = shift_reg[7:4] + 3;
            end
            if(shift_reg[11:8] >= 5) begin
                shift_reg[11:8] = shift_reg[11:8] + 3;
            end       
            shift_reg = shift_reg << 1;
        end
    end
    assign bcd_out = shift_reg[11:4];
endmodule
`timescale 1ns / 1ps
module clock_divider(
                    input       wire        clk,
                    input       wire        reset,
                    output      reg  [29:0] clk_div
    );
    always @(posedge clk)
    begin
        if(!reset) begin
            clk_div <= 30'b0;
        end
        else begin
            clk_div <= clk_div + 1;
        end
    end
endmodule
`timescale 1ns / 1ps
module multiplexer(
                input wire  [3:0] a_in,
                input wire  [3:0] b_in,
                input wire  [3:0] c_in,
                input wire  [3:0] d_in,
                input wire        clk,
                input wire        reset,
                output reg [3:0]  data_out,
                output reg [3:0]  an
    );
    parameter one = 2'b00, two = 2'b01, three = 2'b10, four = 2'b11 ;
    reg [1:0]state; 
    always_ff @(posedge clk)
    begin
        if(!reset)
            begin
                an          <= 4'b1111;
                data_out    <= a_in;
                state       <= one;
            end
        else
        begin
            case(state)
            one : begin
                    an          <= 4'b1110;
                    data_out    <= a_in; 
                    state       <= two ;
                    end
            two: begin
                    an         <= 4'b1101;
                    data_out   <= b_in; 
                    state      <= three ;
                 end
            three: begin
                    an          <= 4'b1011;
                    data_out    <= c_in; 
                    state       <= four ;
                    end
            four: begin
                    an          <= 4'b0111;
                    data_out    <= d_in;
                    state       <= one ;
                  end
             default: begin
                    an          <= 4'b1111; 
                    data_out    <= a_in; 
                    state       <= one; 
                    end    
             endcase
          end
    end
 endmodule
`timescale 1ns / 1ps
module seven_segment_disp(
                        input   wire    [3:0]   in,                   
                        input   wire            CS,                   
                        output  reg     [6:0]   display              
    );
    always @*
    begin
            if(CS)
            begin
                case(in)
                    4'b0000 :  display = 7'b1000000;         
                    4'b0001 :  display = 7'b1111001;         
                    4'b0010 :  display = 7'b0100100;         
                    4'b0011 :  display = 7'b0110000;         
                    4'b0100 :  display = 7'b0011001;         
                    4'b0101 :  display = 7'b0010010;         
                    4'b0110 :  display = 7'b0000010;         
                    4'b0111 :  display = 7'b1111000;         
                    4'b1000 :  display = 7'b0000000;         
                    4'b1001 :  display = 7'b0010000;         
                    default :  display = 7'b1111111;         
                 endcase
             end
             else 
                begin
                    display = 7'b1111111;                    
                end  
      end
endmodule
`timescale 1ns / 1ps
module shifter_module#(
    parameter integer DEPTH = 4,                     
    parameter integer WIDTH = 4                      
)(                                                  
    output reg [DEPTH-1:0][WIDTH-1:0] shr,          
    output reg                        empty,        
    output reg                        full,
    input wire [WIDTH-1:0]            data_in,      
    input wire                        load,
    input wire                        clk,
    input wire                        rst
);
    reg [$clog2(DEPTH)-1:0] cntr;                    
    reg full_set;
    assign full     = full_set;                        
    assign empty    = ~full;                           
    always_ff @(posedge clk) begin                     
        if (~rst) begin                                  
            cntr        <= 'h0;                          
            full_set    <= 1'b0;                         
            for(int i=0; i < DEPTH; i++) begin          
                shr[i]  <= 'h0;                          
            end
        end 
        else begin
            if (load & ~full) begin                      
                cntr        <= cntr + 1;
                full_set    <= &cntr;                    
                shr[0]      <= data_in;                  
                for(int i=1; i < DEPTH + 1; i++) begin
                    shr[i] <= shr[i-1];                  
                end
            end
        end
    end
endmodule
`timescale 1ns / 1ps
module top_shift_Register
            # (parameter integer DEPTH = 4, WIDTH = 4)
(
                    input wire              clk,
                    input wire              reset,
                    input wire              reset_shift,
                    input wire              reset_mux,
                    input wire              load,
                    input wire  [WIDTH-1:0] data_in,
                    input wire              CS,
                    output                  full,
                    output                  empty,
                    output      [3:0]       anode,
                    output      [6:0]       segments
    );
 wire [DEPTH-1:0][WIDTH-1:0]temp_shr;
 wire [29:0]clk_div; 
 wire [3:0] temp_data_out;  
 wire [7:0] temp_bcd_out;
    clock_divider U1(
                   .clk(clk),
                   .reset(reset),
                   .clk_div(clk_div)
    );
    shifter_module #(
    .DEPTH(DEPTH),                     
    .WIDTH(WIDTH)
    )                     
                    U2 (
                        .shr(temp_shr),          
                        .empty(empty),
                        .full(full),
                        .data_in(data_in > 4'h9 ? 4'h9 : data_in),      
                        .load(load),
                        .clk(clk_div[26]),                   
                        .rst(reset_shift)
                     );
       multiplexer U3(
                    .a_in(temp_shr[0]),
                    .b_in(temp_shr[1]),
                    .c_in(temp_shr[2]),
                    .d_in(temp_shr[3]),
                    .clk(clk_div[16]),
                    .reset(reset_mux),
                    .data_out(temp_data_out),
                    .an(anode)
                );  
        Bin_Bcd U4(
                    .bin(temp_data_out),
                    .bcd_out(temp_bcd_out)
                );
        seven_segment_disp U5(
                                    .in(temp_bcd_out[3:0]),                 
                                    .CS(CS),                 
                                    .display(segments)            
                       );
endmodule
`timescale 1ns / 1ps
module wrap_shift_register
 # (parameter integer DEPTH = 4, WIDTH = 4)
 (
                input wire clk,
                input wire btnR,             
                input wire btnU,             
                input wire btnD,             
                input wire btnL,             
                input wire [4:0] sw,         
                output wire [1:0] led,     
                output wire [3:0] an,        
                output wire [6:0] seg        
    );
top_shift_Register
            # (.DEPTH(DEPTH), .WIDTH(WIDTH))
            uut_top_shifter
(
                    .clk(clk),
                    .reset(~btnR),
                    .reset_shift(~btnU),
                    .reset_mux(~btnD),
                    .load(btnL),
                    .data_in(sw[3:0]),
                    .CS(sw[4]),
                    .full(led[1]),
                    .empty(led[0]),
                    .anode(an),
                    .segments(seg)
    );
 endmodule
```
==> deck_impl_summary.md <==
Synthesis and Place & Route Summary

Outcome
  – Status: complete, no violations

Place
  – I/O Buffers: 22
  – Place WS: 2.13 ns
  – GPL Wtd Cong: 0.793
  – Placed wire-length estimate: 3110 um

Layout
  – Logic area: 1300 sq um
  – Share of layout cells above drive strength 1: 0.0372
  – # fillers: 843
  – Layout area overhead: 12.5%
  – FF/Latch Area: 1160 sq um

Worst setup path
  – Crit path required time: 4.64 ns
  – CP Buf/Inv Count: 2
  – Worst Setup SP: sw[4]
  – Worst-path cell chain: clkdlybuf4s50_1 -> nand2_1 -> nor3_1 -> a41oi_1 -> clkdlybuf4s50_1
  – CP Launch Type: input port
  – Most frequent CP cell: clkdlybuf4s50_1
  – Reg2reg start: uut_top_shifter.U1.clk_div[0]
  – Worst path slowest cell: clkdlybuf4s50_1
  – Setup CP Type: input port to primary output
  – Kind of end point of the critical path: primary output
  – Slowest stage delay, CP: 0.53 ns
  – Cell family with most CP delay: buffers and inverters
  – Crit Path Max Fanout: 9
  – Worst EP arrival: 2.50 ns

Route
  – Initial DRC count: 98
  – ANT nets after route: 0
  – Pre-antenna DRT Iters: 5
  – Detailed Route WL: 4360 um
  – Via density: 4.79
  – Wire per inst: 10.2 um
  – DRC errors left: 0
  – Antenna Cells: 0
  – Vias post-DR: 2050

Clock network
  – Setup Fix Bufs, Post-CTS: 0
  – Total CTS buffers: 3
  – CTS root buffer: clkbuf_8
  – Hold_buf cts: 0
  – # H-tree levels: 1
  – Worst-path clk slew: 0.08 ns
  – Latest clock arrival within the worst-skew pair: 0.26 ns
  – TritonCTS clock tree: done
  – Post-CTS Resized: 0
  – Deepest clock path buffer count: 2

Timing
  – Fmax: 0.273 GHz
  – RSZ-0062 raised after global routing: false
  – Fin. Hold Viols: 0
  – Period minus WS final: 3.66 ns
  – Final Max Slew Viols: 0
  – Worst-case clock skew: 0.00446 ns
  – Endpoints left unconstrained: 37
  – Final setup fails: 0
  – Least-Margin Pin Slew: 0.680 ns
  – Slew headroom: 0.545
  – Register pins left without a clock: 31
  – Final worst path period share: 0.631
  – Setup TNS: 0 ns
  – Setup WS post-layout: 2.14 ns

Job
  – OpenROAD warning count: 28
  – MaxCap Viol Count: 0

Yosys
  – Flops after synth: 58
  – Xor and xnor area share after synthesis: 0.0405
  – MUX area fraction: 0.0169
  – Syn_area_per_cell: 8.26 sq um
  – Post-Synth Simple-Gate Area: 0.250
  – Post-synthesis instance total: 314
  – Synth logic family: simple AND/OR/NAND/NOR gates
  – Post-synth seq share: 0.447
  – Yosys chip area: 2590 sq um
  – Post-Syn Area: 2590 sq um
  – FA/HA/MAJ Cells, Area Fraction: 0.0338
  – Post-Synth AOI/OAI Area: 0.161
  – Synth unique cells: 39
  – Yosys Instances: 314
  – Ys Warns: 9

GRT
  – GRT overflow: 0
  – Number of global-route vias before repair: 1854
  – GRT Util Overall: 0.107
  – Initial antenna violation count: 0
  – Largest net degree at the start of global routing: 31
  – Global-route wire length before repair: 7910 um

Worst hold path
  – Worst Hold Launch: uut_top_shifter.U1.clk_div[0]
  – Hold Path Class: register to register

Floorplanning
  – Core ar.: 8300 sq um
  – FP Util: 0.313
  – Die Span X: 95.0 um
  – Vert. Die Dim: 95.0 um
  – DIE AREA: 9030 sq um
  – FP Rows: 33
  – Ports: 23

Power and ir drop
  – PD cells: 109 nW/um^2
  – Leak pwr: 0.962 nW
  – Max IR drop VDD: 0.128 mV
-- worst paths after layout --
| path | cells after the start | slack (ns) | to |
|---|---|---|---|
| worst max-delay path | 5 | 2.14 | seg[4] |
| worst min register to register | 1 | 0.47 | uut_top_shifter.U1.clk_div[0] |
| worst max register to register | 5 | 3.49 | uut_top_shifter.U1.clk_div[26] |
| worst min-delay path | 1 | 0.47 | uut_top_shifter.U1.clk_div[0] |
-- cell usage in the layout, fill, tap and decap left out, drive strengths merged, types with 5 or more instances in the layout --
cell type and n:
nand3 10, a21oi 36, xnor2 8, or3 8
clkdlybuf4s50 22, or4 7, nor2 27, dfxtp 58
inv 12, nor2b 7, o21ai 11, nand2 51
ha 7, nor3 7, o31ai 5
-- report_power, final --
part	switching (mW)	internal [mW]
logic	0.0148	0.0134
registers	0.00194	0.187
clock network	0.0515	0.0490
-- metal layers --
layer  part of all wire  up-vias  routed length, um  global-route usage
met1               0.53      916               2290               0.159
met3              0.025        2                108             0.00980
li1                   -     1108                  -                   -
met2               0.45       24               1940               0.181
met5                  0        -                  0                   0
met4             0.0044        0                 19             0.00505
-- cell usage after synthesis, drive strengths merged --
cell type | instances | share of area
mux2 | 3 | 0.013
nand3 | 10 | 0.021
a222oi | 4 | 0.015
o31ai | 5 | 0.014
buf | 6 | 0.014
and2 | 2 | 0.0048
dfxtp | 58 | 0.45
xnor2 | 8 | 0.027
nand4 | 4 | 0.015
nand2 | 51 | 0.074
o21bai | 1 | 0.0029
xor2 | 4 | 0.013
o21a | 3 | 0.0087
or3 | 8 | 0.019
o21ai | 11 | 0.021
or2 | 1 | 0.0024
a21oi | 36 | 0.069
nor2b | 7 | 0.017
and4 | 1 | 0.0034
nand3b | 4 | 0.012
a211oi | 1 | 0.0029
a21o | 1 | 0.0029
o22ai | 2 | 0.0048
or4 | 7 | 0.022
nor2 | 27 | 0.039
ha | 7 | 0.034
o211ai | 4 | 0.012
nor3 | 7 | 0.013
inv | 12 | 0.017
clkbuf | 13 | 0.019
a41oi | 1 | 0.0034
nor4 | 3 | 0.0072
a21boi | 1 | 0.0029
mux2i | 1 | 0.0039
-- state kept, by name, indices dropped and copies added, names as in the netlist --
register                     flops
uut_top_shifter.U3.an            4
uut_top_shifter.U1.clk_div      27
uut_top_shifter.U2.full_set      1
uut_top_shifter.U3.state         4
uut_top_shifter.U3.data_out      4
uut_top_shifter.U2.cntr          2
uut_top_shifter.U2.shr          16
-- cell families (layout without fill, tap and decap cells) --
family,after synthesis,after routing
AOI/OAI and AO/OA,70,70
xor gates and xnor gates,12,12
adders and majority gates,7,7
buffers and inverters,31,40
DFF,58,58
muxes,4,4
and+or+nand+nor,132,132
-- area by class of cell --
type	instances	share of cell area
multi-input combinational	225	0.446
inverter	12	0.0154
sequential	58	0.398
clock buffer	4	0.0154
tap	105	0.0450
timing repair buffer	24	0.0805
-- per-stage QoR --
stage               std cells  hold slack, ns  utilization  instance area (sq um)  total power [mW]
CTS                       428           0.482        0.352                   2920             0.326
global placement          424           0.457        0.346                   2880             0.222
floorplan                 314           0.438            -                   2590             0.209
detailed placement        424           0.461        0.346                   2880             0.222
finish                    428           0.474        0.352                   2920             0.318
global route              428           0.509        0.352                   2920             0.337
Power and IR drop assume default switching activity.
