==> ./design.v <==
`timescale 1ns / 1ps
module lab93_Dual_Port_RAM_16x8bit
            #(parameter DATA_SIZE = 8 , DEPTH = 16)
            (
            input CS_P0,
            input CS_P1,
            input wr_en_P0,
            input wr_en_P1,
            input out_en_P0,
            input out_en_P1,
            input clk,
            input [$clog2(DEPTH)-1 : 0] addr_P0,
            input [$clog2(DEPTH)-1 : 0] addr_P1,
            inout [DATA_SIZE - 1 : 0 ]  data_P0,
            inout [DATA_SIZE - 1 : 0 ]  data_P1
    );
    reg [DATA_SIZE-1:0] memory [0 : DEPTH-1];            
    reg [DATA_SIZE-1:0]temp_data_out_P0;
    reg [DATA_SIZE-1:0]temp_data_out_P1;
    always @(posedge clk)
    begin
        if(CS_P0 && wr_en_P0)
            begin
                memory[addr_P0] <= data_P0 ;       
            end
        else
            begin
                memory[addr_P0] <= memory[addr_P0];
            end   
    end
    always @(posedge clk)
    begin
        if(CS_P1 && wr_en_P1)
            begin
                memory[addr_P1] <= data_P1 ;       
            end
        else
            begin
                memory[addr_P1] <= memory[addr_P1];
            end   
    end
    always @(posedge clk)
    begin
        if(CS_P0 && !wr_en_P0)
        begin
            temp_data_out_P0 <= memory[addr_P0];
        end
    end
    always @(posedge clk)
    begin
        if(CS_P1 && !wr_en_P1)
        begin
            temp_data_out_P1 <= memory[addr_P1];
        end
    end
assign data_P0 = (CS_P0 && !wr_en_P0 && out_en_P0) ? temp_data_out_P0 : 'bz ; 
assign data_P1 = (CS_P1 && !wr_en_P1 && out_en_P1) ? temp_data_out_P1 : 'bz ; 
endmodule
==> ./run.sh <==
#!/bin/bash
# OpenROAD 26Q1-2900-gdf79404cd8, Yosys 0.63+post, stock flow scripts
make -C /OpenROAD-flow-scripts/flow DESIGN_CONFIG=/design/flow/config.mk WORK_HOME=/design/flow/orfs finish
==> ./config.mk <==
export PLATFORM = sky130hd
export DESIGN_NAME = lab93_Dual_Port_RAM_16x8bit
export DESIGN_NICKNAME = lab93_Dual_Port_RAM_16x8bit
export VERILOG_FILES = /design/flow/design.v
export SDC_FILE = /design/flow/constraint.sdc
export NUM_CORES = 4
export LEC_CHECK = 1
export CORE_UTILIZATION = 50
==> ./constraint.sdc <==
current_design lab93_Dual_Port_RAM_16x8bit

set clk_period 4.4
set clk_io_pct 0.2

create_clock -name clk0 -period $clk_period [get_ports {clk}]

set non_clock_inputs [all_inputs -no_clocks]
set_input_delay [expr $clk_period * $clk_io_pct] -clock clk0 $non_clock_inputs
set_output_delay [expr $clk_period * $clk_io_pct] -clock clk0 [all_outputs]
==> flow_summary.ini <==
; generated from flow reports
[logic_synthesis]
yosysTopAreaCell = edfxtp_1
ys_cells = 597
yosys_warnings = 3
ys_area_sq_um = 8800
synth_cell_types = 26
yosys.area.top_type_share = 0.491
synth.avg_cell_area_sq_um = 14.7
synth.ff_latch_count = 144
area_leaders = edfxtp_1, mux2i_1, mux4_2
syn-instance-count = 597
synthesis.area_sq_um = 8800
edf_count = 144
ys.flop_type = edfxtp_1
yosysSeqAreaShare = 0.491
async_reset_ff_frac = 0

[place]
io_buffers = 12
place_congestion = 0.920
dpl.hpwl_microns = 15700
dp_slack_ns = 0.568
placedInstanceArea_sq_um = 9170

[cts]
cts_buffer_depth = 2
cts_inserted_buffers = 17
htreeDepth = 4
cts_resized = 0
cts-root-buf = clkbuf_16
cts.sinks = 144
holdBufCountCts = 0
cts_setup_buffers = 0

[floorplan]
initCoreUtil = 0.511
dieHeight_microns = 135
num_rows = 48
ioPinCount = 31
die_w_microns = 135

[status]
stop_error = [error] [KeplerFormal.cpp:679] Workflow failed: Iso has multiple drivers: .data_P10, data_P1[0]$_DFFE_PP_.Q0
stop_stage = clock tree synthesis
status = stopped before the end
-- through the flow --
step	utilization	hold WS [ns]	cells
2_1_floorplan	-	0.750	597
3_3_place_gp	0.532	0.853	822
3_5_place_dp	0.532	0.850	822
-- synth_stat cells (10+ instances only) --
cell type / instances
nor2_1: 36
mux2i_1: 144
mux4_2: 56
clkbuf_1: 20
nand2b_1: 24
buf_1: 10
nand2_1: 40
a21oi_1: 16
and3_1: 16
edfxtp_1: 144
buf_6: 15
buf_2: 10
a211oi_4: 14
-- kinds of logic after synthesis --
group	synth area share
simple gates	0.0714
buf+inv	0.0488
compound gates	0.0574
flops	0.491
mux	0.331
