`design.v`:
```
`timescale 1ns / 1ps
module ram_64x8bit #(parameter DATA_SIZE = 8, DEPTH = 64)
     (
                input                               clk,
                input                               CS,                
                input                               wr_en,             
                input                               out_en,          
                input       [$clog2(DEPTH)-1:0]     addr_in,         
                input       [DATA_SIZE-1:0]         data_in,         
                output reg  [DATA_SIZE-1:0]         data_out          
    );
reg [DATA_SIZE-1:0] memory [0:DEPTH-1] ;
always @(posedge clk)
begin
    if(CS && wr_en)
        memory[addr_in] <= data_in;
    else
        memory[addr_in] <= memory[addr_in] ;
end
always @(posedge clk)
begin
    if(CS && !wr_en && out_en)
        data_out <= memory[addr_in];
    else
        data_out <= 8'bz;
end
endmodule
```
`run.sh`:
```
#!/bin/bash
# OpenROAD 26Q1-2900-gdf79404cd8, Yosys 0.63+post, stock flow scripts
make -C /OpenROAD-flow-scripts/flow DESIGN_CONFIG=/design/flow/config.mk WORK_HOME=/design/flow/orfs finish
```
`config.mk`:
```
export PLATFORM = sky130hd
export DESIGN_NAME = ram_64x8bit
export DESIGN_NICKNAME = ram_64x8bit
export VERILOG_FILES = /design/flow/design.v
export SDC_FILE = /design/flow/constraint.sdc
export NUM_CORES = 4
export LEC_CHECK = 1
export CORE_UTILIZATION = 50
```
`constraint.sdc`:
```
current_design ram_64x8bit

set clk_period 13.4
set clk_io_pct 0.2

create_clock -name clk0 -period $clk_period [get_ports {clk}]

set non_clock_inputs [all_inputs -no_clocks]
set_input_delay [expr $clk_period * $clk_io_pct] -clock clk0 $non_clock_inputs
set_output_delay [expr $clk_period * $clk_io_pct] -clock clk0 [all_outputs]
```
==> notes.md <==
Flow results follow.

The flow ran to the end, and the final reports show no timing, DRC or antenna violations. By area the synthesized netlist is led by sky130_fd_sc_hd__edfxtp_1, sky130_fd_sc_hd__a22oi_1, sky130_fd_sc_hd__mux2i_1. The average wire length per cell after detail routing is ~31 microns. Per the post-synthesis stats, the area per cell is 16.6 sq um. The first-pass GRT wire length is 82,500 microns.

Walking the worst path, the cells encountered are buf_4 > buf_4 > and2_2 > buf_4 > a22oi_1 > o221ai_1 > a221o_1 > nor4_2 > a31oi_4 > buf_4. Setup repair after global routing left no endpoint under its margin. The static leakage is 7.24 nW. The largest stage delay on the critical path is 0.64 ns. The number of buffers inserted for hold repair after clock tree synthesis is 0. The TritonCTS clock tree is done. The number of antenna diodes in the final layout is 0. The routed layout has 12,000 vias. The routed design has ~56,000 microns of wire. The capture instance of the worst register-to-register path is memory[46][4]. The script logs the ratio of routed vias to standard cells as approximately 6.6. Entering global routing, the biggest net connects 65 pins. Per the STA report, the cell with the highest stage delay on the worst path is sky130_fd_sc_hd__a31oi_4.

The largest fanout on the critical path is 40. At the later pin of the worst-skew pair, clock insertion delay measures 0.59 ns. The share of flip-flops with an asynchronous set or reset after synthesis is 0%. The tool warning count for the run is 26. The post-DP HPWL is around 33,000 microns. Per the log, the first TritonRoute iteration ended with a DRC count of between 700 and 800. The number of gates resized after CTS was 0. The commonest register cell is sky130_fd_sc_hd__edfxtp_1. The filler cells instantiated in the layout total 3,003. The register-to-register setup slack is about 10 ns. Synthesis produced roughly 1,200 cells. The beginning of the worst register-to-register path is memory[14][4]. The final weighted congestion recorded by global placement is slightly above 0.9. The worst-case IR drop observed on VDD is 0.108 mV. The overall track demand over capacity in global routing is 31.3%. Before placement the cells fill roughly half of the core. The final cycle utilization of the critical path is between 40% and 50%.

The final worst clock skew is 0.0253 ns. The final timing report lists a hold violation count of 0. Looking at the post-CTS report, the setup buffer insertion count equals 0. The I/O pin count is 26. The pre-antenna-repair detailed-routing pass consisted of 7 iterations. The number of antenna violations at the first check in global routing is 0.

Among the stages of the critical path, the cell type that occurs most often is sky130_fd_sc_hd__buf_4. The critical path endpoint has a required time of 13.72 ns. The time the worst path needs with I/O delays and setup is 6.50 ns.

Per the OpenROAD power report, switching power amounts to 0.784 mW. The final tally of max-slew violations is 0. In this run the maximum-capacitance check reported violations numbering 0. The origin of the worst setup path is addr_in[1]. The area recorded from the Yosys report for this design is 20,300 sq um. The kind of capture point of the worst setup path is a register. The total clock buffers created by CTS is 52.

The clock root buffer is sky130_fd_sc_hd__clkbuf_16. The depth of the worst register-to-register path is 6. Counting flops with a built-in enable in the synthesized netlist gives 512. In this run the worst setup path terminates at memory[46][4].

The critical path is of the input pin to register type. The critical path launch point type is an input pin. The highest clock rate is 154 MHz. Synthesis instantiated ~62 different standard cells from the library. The number of storage elements in the synthesis netlist is 520. CTS built an H-tree with a depth of 2.

The arrival time of data at the critical path endpoint is 6.82 ns. The power report lists cell-internal power as 2.75 mW. Checking max transition, the worst relative margin is 38.0%.

The longest clock path from root to sink contains 3 buffers. The floorplan step set the die width to 204 microns. The global-route congestion overflow total is 0. The cell type with the highest aggregate area in the netlist is sky130_fd_sc_hd__edfxtp_1. The routed layout reports a DRC error count of 0. The quantity of I/O buffers inserted on ports is 24. The via count of the first global-routing pass is 12,500. The chip footprint is 41,500 sq um. Counting every sink on the clock net gives approximately 520. The portion of total power attributed to sequential cells is a little over half. The clock network is responsible for 40.0% of the overall power. The region available for standard cell placement spans 39,900 sq um.

Yosys stat counts between 1,000 and 1,500 cells in the synthesized netlist. Looking at the gate-level netlist, the highest instance count belongs to sky130_fd_sc_hd__edfxtp_1. Clock-pin slew was measured on the worst setup and hold paths at 0.06 ns. Counting instances in the post-synthesis netlist gives the leading cell types as sky130_fd_sc_hd__edfxtp_1, sky130_fd_sc_hd__a22oi_1, sky130_fd_sc_hd__nor2_1. Total power normalized to cell area comes to 154 nW/um^2. The pin closest to its max-slew limit shows a slew of a little over 0.9 ns. The share of the synthesized area in the top cell type is between 70% and 80%.

The number of placement rows is between 70 and 80. The remaining antenna violation count after routing is 0. The post-synthesis instance area is between 20,000 and 25,000 sq um. The switching power as a share of total power is 22.2%. The min-delay analysis places its worst path in the category register to register.

The height of the die is slightly above 200 microns. The aggregate negative setup slack is 0 ns. Combinational logic burns 7.5% of the power. The worst hold-check slack is 0.747 ns. Sequential elements use between 70% and 80% of the synthesized area. The layout-stage area growth over the synthesis result is 13.1%.

The layout cell share with drive strength beyond 1 is 13.6%. The warning tally printed by Yosys for this design is 2. The end-of-flow timing check tallies setup violations at 0.
==> worst min path at each step <==
stage | cells past startpoint | to | slack [ns] | startpoint
4_1_cts | 4 | data_out[4] | 0.76 | memory[59][4]
5_1_grt | 4 | data_out[7] | 0.82 | memory[51][7]
6_report | 4 | data_out[4] | 0.75 | memory[59][4]
==> power groups by stage <==
stage	registers [mW]	logic, mW	clock network [mW]
CTS	1.86	0.263	1.43
global route	1.86	0.281	1.49
finish	1.86	0.265	1.41
==> cell families (layout without fill, tap and decap cells) <==
group / after synthesis / count (layout) / synth area share, %
muxes: 74 / 74 / 3.93
DFF: 520 / 520 / 76.4
buffers and inverters: 100 / 182 / 2.44
and+or+nand+nor: 187 / 187 / 4.42
AOI/OAI and AO/OA: 344 / 344 / 12.8
==> state kept, by name, summed over array words and instances (netlist names) <==
name,cells
data_out,8
memory,512
==> routing by layer <==
metal / track usage (%) / vias to the layer above / wire length [microns]
met5: 1.07 / - / 58
met4: 9.75 / 2 / 2220
met3: 18.8 / 129 / 8710
met2: 43.5 / 787 / 25700
met1: 45.2 / 5973 / 19800
li1: - / 5129 / -
==> cell type report <==
class | count | area [sq um] | share of cell area, %
sequential | 520 | 15500 | 67.6
inverter | 3 | 11.3 | 0.0490
timing repair buffer | 83 | 673 | 2.93
multi-input combinational | 605 | 4440 | 19.3
tap | 525 | 657 | 2.86
clock buffer | 84 | 1560 | 6.80
clock inverter | 12 | 109 | 0.474
==> critical path, delay by kind of cell <==
kind | cells | cell delay (ns)
AOI/OAI and AO/OA | 4 | 1.42
and+or+nand+nor | 2 | 0.73
buffers and inverters | 4 | 1.86
==> through the flow <==
stage	setup slack, ns	total power, mW	utilization (%)	cell area, sq um	instances
after detailed placement	6.36	2.15	53.4	21300	1736
after floorplan	6.84	2.03	-	20300	1225
after CTS	6.96	3.55	57.6	23000	1832
final	6.90	3.54	57.6	23000	1832
after global placement	6.40	2.15	53.4	21300	1736
after global routing	6.73	3.63	57.6	23000	1832
==> cell usage in the layout (no fill, tap or decap), types with 21 or more instances in the layout <==
cell / netlist / routed
sky130_fd_sc_hd__clkdlybuf4s50_1: 0 / 21
sky130_fd_sc_hd__a221oi_1: 51 / 51
sky130_fd_sc_hd__edfxtp_1: 512 / 512
sky130_fd_sc_hd__nand2_1: 27 / 27
sky130_fd_sc_hd__clkbuf_16: 0 / 53
sky130_fd_sc_hd__a21oi_1: 22 / 22
sky130_fd_sc_hd__nor2_1: 89 / 88
sky130_fd_sc_hd__o22ai_1: 32 / 32
sky130_fd_sc_hd__o21ai_0: 27 / 27
sky130_fd_sc_hd__buf_4: 5 / 61
sky130_fd_sc_hd__mux2i_1: 55 / 55
sky130_fd_sc_hd__a22oi_1: 108 / 108
Power is estimated from default activity; no workload was simulated.
