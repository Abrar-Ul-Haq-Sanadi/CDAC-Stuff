==> /design/flow/run.sh <==
#!/bin/bash
# OpenROAD 26Q1-2900-gdf79404cd8, Yosys 0.63+post, stock flow scripts
make -C /OpenROAD-flow-scripts/flow DESIGN_CONFIG=/design/flow/config.mk WORK_HOME=/design/flow/orfs finish
==> /design/flow/config.mk <==
export PLATFORM = sky130hd
export DESIGN_NAME = lab61_No_0s
export DESIGN_NICKNAME = lab61_No_0s
export VERILOG_FILES = /design/flow/design.v
export SDC_FILE = /design/flow/constraint.sdc
export NUM_CORES = 4
export LEC_CHECK = 1
export CORE_AREA = 10 10 70 70
export DIE_AREA = 0 0 80 80
==> /design/flow/constraint.sdc <==
current_design lab61_No_0s

set clk_period 1.0
set clk_io_pct 0.2

create_clock -name clk0 -period $clk_period [get_ports {clk}]

set non_clock_inputs [all_inputs -no_clocks]
set_input_delay [expr $clk_period * $clk_io_pct] -clock clk0 $non_clock_inputs
set_output_delay [expr $clk_period * $clk_io_pct] -clock clk0 [all_outputs]
==> /design/flow/design.v <==
`timescale 1ns / 1ps
module lab61_No_0s(
                    input [7:0]d_in,
                    input clk, reset_n,
                    output reg [3:0]q_out
    );
    always @(posedge clk or negedge reset_n)
    begin
        if(!reset_n)
            begin
                q_out <= 4'b0;
            end
        else
            begin
                count_zero(d_in,q_out);
            end
    end
    task count_zero(input [7:0]data_in, output [3:0] result);
            integer i;
        begin
            result= 1'b0;
            for(i=0; i<8; i=i+1)
            begin
                if(data_in[i]==1'b0)
                    result= result + 1;
            end
        end
        endtask  
endmodule
==> flow_summary.json <==
{
  "cp-end-kind": "flip-flop",
  "hold_violations": 0,
  "wl_per_cell_um": 9.35,
  "cts_tree": "yes",
  "place_hpwl_um": 1370,
  "setup_viol": 4,
  "hp-class": "input port to asynchronous set/reset pin",
  "p_per_area_nw_per_um2": 1170,
  "tightestPinTransition_ns": 0.292,
  "largest_reg_flops": 4,
  "power_mw": 1.52,
  "cts_htree_levels": 1,
  "p_leak_nw": 0.569,
  "postRouteAntennaNets": 0,
  "worst_slack_ns": -1.94,
  "top_area_cell": "dfrtp_1",
  "rsz0062_at_grt": "true",
  "die_h_um": 80,
  "root_buffer": "clkbuf_4",
  "fin_area_um2": 1290,
  "critPathKind": "input port to flip-flop",
  "grt_pass1_wl_um": 3100,
  "ys_async_sr_fraction_pct": 100,
  "avgSynthCellArea_um2": 8.36,
  "worstPathArrival_ns": 3.06,
  "cp_data_required_time_ns": 1.11,
  "rows": 21,
  "drtPass1Iterations": 2,
  "fmax_mhz": 340,
  "cts_buffer_depth": 2,
  "common_cells": "8 x ha_1, 8 x xnor2_1, 7 x inv_1",
  "maxSlewViolCount": 0,
  "postRouteWirelength_um": 1700,
  "ys_area_um2": 752,
  "cp_max_fo": 3,
  "ios": 14,
  "largest-register": "q_out",
  "die-area_um2": 6400,
  "io_buffers": 13,
  "antenna_cells": 0,
  "grt_pass1_vias": 773,
  "numSynthFlops": 4,
  "layout-drive-gt1-share_pct": 44.9,
  "core_um2": 3420,
  "fp_util_pct": 22.0,
  "antenna_found_initial": 0,
  "post-route-period-util_pct": 294,
  "place_congestion": 0.829,
  "edf_count": 0,
  "die_x_um": 80,
  "cap_violations": 0,
  "yosys_warnings": 1,
  "vias": 794,
  "drt-initial-drc-count": 8,
  "placed_cell_area_um2": 1200,
  "syn_inst": 90,
  "crit_buf_inv": 2,
  "numCtsBuffers": 3,
  "crit_family": "adder cells",
  "crit_path_frequent_cell": "ha_1",
  "clock-sinks": 4,
  "warnings": 31,
  "ys_cells": 90,
  "biggestRegsByFlops": "q_out (4)",
  "synth.distinct_cells": 38,
  "viasPerCell": 4.36,
  "status": "finished, violations left",
  "grt_max_degree": 9,
  "clk_pin_slew_ns": 0.04,
  "synth_area_um2": 752,
  "worstSetupStartpointType": "input port",
  "slowest_delay_ns": 0.27,
  "synth_seq_share_pct": 13.3,
  "slew_headroom_pct": 80.4,
  "vdd_ir_drop_max_mv": 0.330,
  "fin_crit_ns": 2.94,
  "synthFlopType": "dfrtp_1",
  "grt.total_usage_pct": 5.60,
  "path_cells": "buf_12 > inv_6 > ha_1 > nand2b_1 > and2_4 > nand2_1 > o21ai_1 > ha_1 > or2_4 > o311a_1 > o21a_1 > o21ai_2 > nand2_1 > ha_1 > nor2_1 > a31oi_1 > ha_1 > mux2_4",
  "area_growth_pct": 71.9,
  "violations": "negative setup slack",
  "cpMaxStageDelayCell": "ha_1",
  "topCellsByArea": "dfrtp_1 13%, ha_1 13%, xnor2_1 9.3%, xnor2_2 6.5%, xor2_1 4.7%",
  "grt-ovfl-total": 0,
  "drc": 0,
  "ctsHoldBuffers": 0,
  "synth.top_cell.area_share_pct": 13.3
}
[metrics by stage]
| step | utilization (%) | hold WS, ns | worst slack (ns) | TNS, ns | std cells |
|---|---|---|---|---|---|
| 4_1_cts | 37.1 | 0.166 | -2.11 | -6.86 | 182 |
| 2_1_floorplan | - | -0.0956 | -2.11 | -6.59 | 90 |
| 3_5_place_dp | 35.2 | 0.409 | -2.74 | -9.28 | 177 |
| 6_report | 37.8 | 0.164 | -1.94 | -6.33 | 182 |
| 5_1_grt | 37.8 | 0.170 | -2.04 | -6.78 | 182 |
| 3_3_place_gp | 35.2 | 0.407 | -2.72 | -9.23 | 177 |
[layout make-up]
type	instances	area (um^2)
fill	339	2120
sequential	4	100
timing repair buffer	47	398
multi-input combinational	75	671
inverter	7	43.8
tap	46	57.6
clock buffer	3	22.5
[cells by family after synthesis]
| group | synth area share (%) |
|---|---|
| flip-flops | 13.3 |
| adder cells (fa/ha/maj) | 13.3 |
| buffers and inverters | 7.32 |
| XOR/XNOR | 20.5 |
| AND/OR/NAND/NOR | 25.6 |
| multiplexers | 2.83 |
| AND-OR/OR-AND | 17.1 |
[cells in the final DEF, fill, tap and decap left out, drive strengths merged]
master / instances
or3: 1
nand3b: 2
xnor2: 11
clkbuf: 5
xor2: 4
or2: 1
mux2: 1
a211oi: 1
o21ai: 5
nand2b: 4
nor3: 2
clkdlybuf4s15: 2
o2bb2ai: 1
nand4b: 1
nand4: 1
nand3: 6
o21a: 2
dfrtp: 4
or3b: 1
a21oi: 2
mux2i: 1
a31oi: 2
o311a: 1
and4: 2
o31a: 1
and2: 1
inv: 7
a2111oi: 1
nand2: 3
clkdlybuf4s50: 6
nor2: 3
o21bai: 1
buf: 37
nor2b: 4
ha: 8
a311oi: 1
[report_power, final]
group	internal, mW	switching [mW]	leakage, nW
Sequential	0.232	0.0155	0.0486
Clock	0.134	0.0620	0.0138
Combinational	0.657	0.418	0.507
[per-layer routing]
layer / routed length, um / track usage [%]
met5: 0 / 0
met4: 0 / 1.06
met3: 78 / 1.48
met2: 829 / 9.39
met1: 793 / 7.04
[timing repair]
action                                 in CTS  in global routing
pin swaps                                  16                  9
endpoints found under the hold margin       0                  0
resized                                    30                 14
buffers inserted                            4                  1
setup endpoints to repair                   8                  6
[worst paths after layout]
kind,startpoint,to,slack [ns],cells after the start
worst max-delay path,d_in[0],q_out[1],-1.94,18
worst min-delay path,reset_n,q_out[1],0.16,1
max in group asynchronous,reset_n,q_out[3],0.67,1
min in group clk0,d_in[7],q_out[1],0.71,2
Power is estimated from default activity; no workload was simulated.
