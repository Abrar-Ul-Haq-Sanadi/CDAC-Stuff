==> flow/config.mk <==
export PLATFORM = sky130hd
export DESIGN_NAME = lab91_RAM_64x8bit
export DESIGN_NICKNAME = lab91_RAM_64x8bit
export VERILOG_FILES = /design/flow/design.v
export SDC_FILE = /design/flow/constraint.sdc
export NUM_CORES = 4
export LEC_CHECK = 1
export CORE_UTILIZATION = 30
==> flow/constraint.sdc <==
current_design lab91_RAM_64x8bit

set clk_period 17.8
set clk_io_pct 0.2

create_clock -name clk0 -period $clk_period [get_ports {clk}]

set non_clock_inputs [all_inputs -no_clocks]
set_input_delay [expr $clk_period * $clk_io_pct] -clock clk0 $non_clock_inputs
set_output_delay [expr $clk_period * $clk_io_pct] -clock clk0 [all_outputs]
==> flow/design.v <==
`timescale 1ns / 1ps
module lab91_RAM_64x8bit #(parameter DATA_SIZE = 8, DEPTH = 64)
     (
                input                               clk,
                input                               CS,                
                input                               wr_en,             
                input                               out_en,          
                input       [$clog2(DEPTH)-1:0]     addr_in,         
                input       [DATA_SIZE-1:0]         data_in,         
                output reg  [DATA_SIZE-1:0]         data_out          
    );
reg [DATA_SIZE-1:0] memory [0:DEPTH-1] ;
always @(posedge clk)
begin
    if(CS && wr_en)
        memory[addr_in] <= data_in;
    else
        memory[addr_in] <= memory[addr_in] ;
end
always @(posedge clk)
begin
    if(CS && !wr_en && out_en)
        data_out <= memory[addr_in];
    else
        data_out <= 8'bz;
end
endmodule
==> flow/run.sh <==
#!/bin/bash
# OpenROAD 26Q1-2900-gdf79404cd8, Yosys 0.63+post, stock flow scripts
make -C /OpenROAD-flow-scripts/flow DESIGN_CONFIG=/design/flow/config.mk WORK_HOME=/design/flow/orfs finish
==> ci_impl_report.md <==
## Implementation flow summary

| Metric | Value |
|---|---|
| Busiest layer in global routing | met2 |
| Tmin final | 7680 ps |
| Vias in the first global route | 12500 |
| # Post-CTS Setup Buffers | 0 |
| Final Slew Violations | 0 |
| Chip area | 68800 µm² |
| Async SR Flop Fraction | 0 |
| Hold buffer count at cts | 0 |
| Top area contributor share | 0.756 |
| Initial DRC count | 1029 |
| Clock Tree Root | clkbuf_16 |
| CTS H-tree depth | 2 |
| Hold/Removal Path Class | reg -> reg |
| Post-synth EDFFs | 512 |
| Setup violators final | 0 |
| Clock latency (worst-skew pair) | about 600 ps |
| WL per Instance | 26.6 µm |
| GR Util met2 | 0.260 |
| First-pass GRT wire length | 85000 µm |
| Init Core Util | 0.303 |
| DP Wirelength | between 30000 and 40000 µm |
| Setup Skew | 32.9 ps |
| Final hold violation count | 0 |
| Mapped cell area | around 20000 µm² |
| Worst VDD drop | roughly 0.077 mV |
| I/O Buffers | 24 |
| Kind of critical path | in -> reg |
| Total track usage | 0.179 |
| OpenROAD warnings | 26 |
| PD cells | ~110 nW/µm² |
| Final Wtd Congestion | 0.933 |
| Synth Seq Share | 0.764 |
| Post-synth area hogs | edfxtp_1 76%, a22oi_1 4.0%, mux2i_1 2.7% |
| RSZ-0062 raised after global routing | no |
| CP Capture Type | flip-flop |
| Fmax | 0.130 GHz |
| Final wirelength | 57600 µm |
| Longest Clk Path Bufs | 3 |
| Grt met3 use | 0.132 |
| FP Rows | 95 |
| Worst slew pin tran | 1010 ps |
| CTS-repair resized insts | 0 |
| Height of the die | approximately 260 µm |
| CP Max Fanout | ~44 |
| Setup_tns | 0 ps |
| Sw power | 0.598 mW |
| Core Util, Final | 0.346 |
| Switching Share | 0.227 |
| Slew headroom | 0.322 |
| Post-synth top area cell | edfxtp_1 |
| Synth Instances | 1225 |
| Core footprint | 67200 µm² |
| First-pass DRT Iterations | 5 |
| Clock power frac | 0.393 |
| Syn avg cell area | 16.6 µm² |
| Top cells by count | 512 x edfxtp_1, 108 x a22oi_1, 89 x nor2_1 |
| Status | completed |
| Met1 Use GR | 0.214 |
| CP Launch Type | input pin |
| Leakage power | 7.14 nW |
| Power share of the combinational group | 0.076 |
| Fin crit share | 0.431 |
| Flops & latches, synth | 520 |
| Most frequent cell after synthesis | edfxtp_1 |
| Antenna violations before repair | 1 |
| CTS tree | done |
| Hold Slack | 777 ps |
| Clk sink count | 520 |
| Synth warnings | 2 |
| Die width | approximately 260 µm |
| Syn-to-layout area delta | 14.4% |
| CP Data Required Time | around 18000 ps |
| DRC violations left | 0 |
| Ports | 26 |
| Ys flop type | edfxtp_1 |
| Fillers | 6181 |
| CP arrival | 7990 ps |
| Vias | 12000 |
| CTS clock-pin slew for the worst setup and hold paths | approximately 60 ps |
| Total grt overflow | 0 |
| Sequential share of power | 0.530 |
| Largest net degree at the start of global routing | 65 |
| Max cap viols | 0 |
| Via density | approximately 5.5 |
| Unique cell types | 62 |
| Tot Pwr | 2.64 mW |
| CTS Buf Count | roughly 50 |
| ANT nets after route | 0 |
| Post-synth area from yosys stat | 20300 µm² |
| Share of layout cells above drive strength 1 | 0.125 |
| Internal | 2.04 mW |
| Cell total in the yosys stat output | 1225 |
| Antenna Cells | 0 |
[layout by cell type, fill, tap and decap left out, types with 16 or more instances in the layout]
cell type	synthesis	layout
clkdlybuf4s50_1	0	21
mux2i_1	55	55
edfxtp_1	512	512
nor2_1	89	88
o22ai_1	32	32
nand2_1	27	27
buf_4	5	53
clkinv_1	0	16
a221oi_1	51	51
mux2_2	16	16
clkbuf_16	0	51
a21oi_1	22	22
o21ai_0	27	27
a22oi_1	108	108
[power by group through the flow]
stage | clock, mW | sequential (mW) | combinational [mW]
5_1_grt | 1.09 | 1.40 | 0.214
4_1_cts | 1.05 | 1.40 | 0.199
6_report | 1.04 | 1.40 | 0.201
[final timing paths]
| check | from | end | slack, ps | cells after the start |
|---|---|---|---|---|
| worst max-delay path | addr_in[1] | memory[8][1] | 10120 | 10 |
| worst min-delay path | memory[35][7] | data_out[7] | 780 | 4 |
| worst max register to register | memory[54][3] | memory[50][3] | 14560 | 6 |
| worst min register to register | memory[35][7] | data_out[7] | 780 | 4 |
[stage by stage]
step                      setup WS, ps  cells  cell area [µm²]
after floorplan                  10360   1225            20300
final                            10120   2164            23300
after CTS                        10210   2164            23300
after detailed placement          9650   2076            21700
after global placement            9650   2076            21700
after global routing              9980   2164            23300
[state kept, by name (all words and copies together), names as in the netlist]
signal and count:
data_out 8, memory 512
[logic make-up after synthesis]
family	synth area share
DFF	0.764
AOI/OAI and AO/OA	0.128
and+or+nand+nor	0.0442
buffers and inverters	0.0244
muxes	0.0393
[cell type report]
class                   count  area, µm²  share of cell area
clock buffers              59       1310              0.0562
clock inverters            29        260              0.0112
inverters                   3       11.3            0.000484
multi-input cells         605       4440               0.191
flip-flops and latches    520      15500               0.668
well taps                 873       1090              0.0470
repair buffers             75        613              0.0264
[worst max-delay path: stages]
cell and delay (ps):
buf_4 350, buf_4 510, and2_2 630, buf_4 510, a221oi_1 140, nor3_1 520, nor4_1 240, o221a_2 210
a41oi_4 620, buf_4 530
[metal layers]
layer / up-vias / wire length (µm)
li1: 5122 / -
met1: 5933 / 20500
met2: 804 / 25700
met3: 135 / 9330
met4: 2 / 2130
met5: - / 15
Power is estimated from default activity; no workload was simulated.
